==> flow/design.v <==
module Reg(clk,data,Wr,Q);
    input clk, Wr;
    input [31:0] data;
    output reg [31:0] Q;
    always @(posedge clk ) begin
        if(Wr)
            Q <=  data;
    end
endmodule
==> flow/run.sh <==
#!/bin/bash
# OpenROAD 26Q1-2900-gdf79404cd8, Yosys 0.63+post, stock flow scripts
make -C /OpenROAD-flow-scripts/flow DESIGN_CONFIG=/design/flow/config.mk WORK_HOME=/design/flow/orfs finish
==> flow/config.mk <==
export PLATFORM = sky130hd
export DESIGN_NAME = Reg
export DESIGN_NICKNAME = Reg
export VERILOG_FILES = /design/flow/design.v
export SDC_FILE = /design/flow/constraint.sdc
export NUM_CORES = 4
export LEC_CHECK = 1
export CORE_AREA = 10 10 109 109
export DIE_AREA = 0 0 119 119
==> flow/constraint.sdc <==
current_design Reg

set clk_period 1.0
set clk_io_pct 0.2

create_clock -name clk0 -period $clk_period [get_ports {clk}]

set non_clock_inputs [all_inputs -no_clocks]
set_input_delay [expr $clk_period * $clk_io_pct] -clock clk0 $non_clock_inputs
set_output_delay [expr $clk_period * $clk_io_pct] -clock clk0 [all_outputs]
==> qor.txt <==
Maxcap violations - 0
Top_reg_cell synth - edfxtp_1
Syn Inst Count - 32
Crit path max-delay cell type - edfxtp_1
Layout cell share with drive strength beyond 1 - 0.4019
Clock-pin slew on the worst setup and hold paths - 0.07 ns
Global-route wire length before repair - 4353 um
Vias in the first global route - 679
Max incr delay on CP - 0.38 ns
Comb area - 0 um2
Data arrival, critical path - 0.78 ns
Commonest cells post-synth - edfxtp_1 (32)
Cell with the most instances after synthesis - edfxtp_1
Status - completed
Biggest regs - Q: 32 flops
Initial DRC Count - 14
Logic Gate Count - 0
CTS tree - yes
Top-area cell share - 1.000
Comb power frac - 0.080
WP buf/inv - 1
Crit start category - register
CTS sink cnt - 32
Chip Area, Yosys - 960.9 um2
RSZ-0062 raised after global routing - yes
Vias per inst - 2.452
Core Density at Floorplan - 0.09969
Critical Path End Type - output port
Worst hold path depth - 2
Max-slew headroom - 0.9029
Die Span Y - 119 um
Initial antenna violation count - 2
CP cell instances - buf_2
Post-route antenna net violation count - 0
Netlist Area Pre-Place - 960.9 um2
HP Class - in -> reg
Crit share post-route - 0.9811
Required @ worst endpoint - 0.80 ns
Worst-case clock buffer depth - 2
Final Max Slew Viols - 0
Library cells used by synthesis - 1
Top cells, area - edfxtp_1 (100%)
Buffers on Ports - 65
IO Pins - 66
Leak - 0.6366 nW
Chip area - 0.01416 mm2
CTS Hold Buffers Added - 0
Cell type with the largest total area - edfxtp_1
H-tree depth - 2
Setup crit start - Q[6]
Global route overflow - 0
Final WL - 3024 um
Wire per inst - 12.55 um
Setup TNS - 0 ns
Final hold violation count - 0
DR pass1 iterations - 2
Slew @ Worst Pin - 0.1456 ns
RePlAce Congestion - 0.6570
Crit path depth - 1
Tmin final - 0.9811 ns
OpenROAD warning count - 26
Final HPWL DP - 2472 um
NetSw - 0.5992 mW
Biggest register - Q
Overall Global Routing Usage - 0.04159
Seq pwr share - 0.518
Largest net degree at the start of global routing - 25
Vias - 591
Fillers - 1084
Crit Path Class - reg -> out
Crit-path leading delay family - flip-flops
Synth async-reset ratio - 0
Die width - 119 um
Synth flops - 32
Average size of a mapped cell - 30.03 um2
Row count - 36
Yosys warning count - 1
Clock power frac - 0.402
Switching share of power - 0.1927
Layout Area Growth over Synthesis - 82.55%
Dpl cells - 232
Final Non-Filler Cells - 241
Register share after synthesis - 1.000
Post-synth EDFFs - 32
Final Setup Violations - 0
CTS buffer count - 5
Max Freq - 1019 MHz
Largest register FFs - 32
Yosys Instances - 32
Drt drc - 0
Crit-path max FO - 1
Maximum VDD drop - 0.6859 mV
Postcts setup bufs - 0
Crit path to - Q[6]
Clk root buf - clkbuf_8
Core area - 0.009639 mm2
Pwr dens - 1772 mW/mm2
Int Power - 2.510 mW
cell usage in the layout, fill, tap and decap left out:
master	n
buf_12	1
buf_2	33
buf_4	1
bufinv_16	1
clkbuf_8	5
clkdlybuf4s50_1	32
clkinv_2	1
clkinvlp_4	1
diode_2	1
edfxtp_1	32
per-layer routing:
| metal | wire length (um) | track usage |
|---|---|---|
| met1 | 1117 | 0.04360 |
| met2 | 1230 | 0.05809 |
| met3 | 608 | 0.04412 |
| met4 | 50 | 0.005344 |
| met5 | 18 | 0 |
worst min path at each step:
| stage | start | slack (ns) | endpoint |
|---|---|---|---|
| final | Wr | 0.33 | Q[9] |
| after global routing | Wr | 0.33 | Q[9] |
| after CTS | Wr | 0.32 | Q[9] |
per-stage QoR:
step	instance area (um2)	hold slack, ns	utilization	setup WS, ns	total power, mW
finish	1754	0.3313	0.1820	0.01892	3.109
global route	1752	0.3298	0.1817	-0.03500	3.280
CTS	1752	0.3214	0.1817	0.0001825	3.193
detailed placement	1800	0.6276	0.1868	-0.01845	2.003
global placement	1800	0.6252	0.1868	-0.02233	2.000
floorplan	960.9	0.2989	-	0.5013	1.622
power groups by stage:
stage	clock network, mW	logic [mW]	registers (mW)
finish	1.25	0.249	1.61
global route	1.38	0.276	1.62
CTS	1.32	0.262	1.61
logic make-up after synthesis:
kind of cell / count (synthesis) / share of synthesized area
flip-flops: 32 / 1.000
repair_timing:
| item | 4_1_cts | 5_1_grt |
|---|---|---|
| gates resized | 103 | 0 |
| setup endpoints to repair | 32 | 24 |
| cloned | 0 | 0 |
area by class of cell:
cell class              count  area, um2  area share
flip-flops and latches     32      960.9      0.5478
repair buffers             67      513.0      0.2924
well taps                 133      166.4     0.09486
clock buffers               5      68.82     0.03923
clock inverters             3      42.54     0.02425
diodes                      1      2.502    0.001427
No activity file was given, so power comes from the tool's default toggle rates.
