===== flow/config.mk =====
export PLATFORM = sky130hd
export DESIGN_NAME = Mem
export DESIGN_NICKNAME = Mem
export VERILOG_FILES = /design/flow/design.v
export SDC_FILE = /design/flow/constraint.sdc
export NUM_CORES = 4
export LEC_CHECK = 1
export CORE_UTILIZATION = 40
export SYNTH_MEMORY_MAX_BITS = 65536

===== flow/constraint.sdc =====
current_design Mem

set clk_period 48.7
set clk_io_pct 0.2

create_clock -name clk0 -period $clk_period [get_ports {MemWr}]

set non_clock_inputs [all_inputs -no_clocks]
set_input_delay [expr $clk_period * $clk_io_pct] -clock clk0 $non_clock_inputs
set_output_delay [expr $clk_period * $clk_io_pct] -clock clk0 [all_outputs]

===== flow/design.v =====
module Mem(R_data,W_data,Addr,MemRd,MemWr);
input [31:0] W_data,Addr;
input MemWr, MemRd;
output [31:0] R_data;
reg [31:0] mem [255:0];
assign R_data = MemRd? mem[Addr>>2]: 32'hzzzz;
always @(posedge MemWr) 
begin
    mem[Addr] <= W_data;
end
endmodule

===== flow/run.sh =====
#!/bin/bash
# OpenROAD 26Q1-2900-gdf79404cd8, Yosys 0.63+post, stock flow scripts
make -C /OpenROAD-flow-scripts/flow DESIGN_CONFIG=/design/flow/config.mk WORK_HOME=/design/flow/orfs finish

==> reports/qor.csv <==
stage;metric;value;unit
critical_path;cp_top_family;buffers and inverters;
clock_network;cts_buffer_depth;4;
global_routing;antenna_found_initial;86;
layout;flop_area;246000;µm²
floorplanning;io_pins;98;
clock_network;clock-sinks;8192;
clock_network;tritoncts;yes;
critical_path;worstPathRequired;38960;ps
clock_network;cts_hold_buf;0;
route;drtIter0Drc;11790;
clock_network;clk_pin_slew_worst_paths;60;ps
clock_network;post_cts_buffers;0;
placement;place_area;331000;µm²
critical_path;arrival;17630;ps
global_routing;grt_pass1_vias;165611;
layout;drive_gt1_frac;0.291;
logic_synthesis;flop_cell;edfxtp_1;
job;maxCapViolations;0;
timing;slew_viol_final;0;
route;vias_per_cell;5.97;
critical_path;cp_common_cell;buf_4;
clock_network;cts_root_buffer;clkbuf_16;
layout;top_register;mem;
job;warning_count;59;
logic_synthesis;synth-xor-area-share;0;
route;drcViolationCount;0;
placement;dp_hpwl;610000;µm
logic_synthesis;avgSynthCellArea;23.1;µm²
floorplanning;die_h;885;µm
logic_synthesis;synthTopCellsByCount;8192 x edfxtp_1, 2018 x mux4_2, 488 x nand2_1;
timing;rsz0062_at_grt;no;
logic_synthesis;synthDominantCellAreaShare;0.789;
global_routing;grt_max_degree;123;
timing;layout_min_cycle_time;27370;ps
floorplanning;dieWidth;885;µm
critical_path;max_stage_delay;730;ps
logic_synthesis;synth-edff-count;8192;
logic_synthesis;synth_cell_type_count;67;
layout;area_delta_synth_final;14.2;%
logic_synthesis;yosysTopAreaCell;edfxtp_1;
critical_path;worst-path-max-fanout;74;
logic_synthesis;postSynthSeqShare;0.789;
timing;fin_crit_sh;0.562;
timing;worst-slew-pin-transition;1380;ps
logic_synthesis;adder_share;0;
floorplanning;rows;323;
route;drt_first_pass_iters;25;
timing;clock.fmax;36.5;MHz
placement;place.gp.congestion;0.914;
pwr;peakVddDrop;0.0000338;V
global_routing;grt_pass1_wl;1370000;µm
critical_path;cp-end-kind;output pin;
logic_synthesis;mux_area_frac;0.156;
timing;hold_viol;0;
route;finalWirelength;1010000;µm
clock_network;cts_max_level;6;
hold_path;min_path_type;input pin to flip-flop;
critical_path;cp_slowest_cell;nor2_1;
layout;biggestRegsByFlops;mem: 8192 flops;
critical_path;worst-path-buf-inv;11;
global_routing;gr-total-overflow;0;
timing;setup-tns-final;0;ps
logic_synthesis;yosys-stat-cells;13515;
route;vias;152438;
layout;final_area;356000;µm²
clock_network;cts_buffers;812;
global_routing;grt_usage;0.285;
critical_path;start_kind;input pin;
logic_synthesis;topCellsByArea;edfxtp_1 79%, mux4_2 15%, mux2i_1 1.0%;
logic_synthesis;top_logic_kind;multiplexers;
critical_path;crit_type;input pin to output pin;
run_status;status;finished clean;
timing;maxSlewHeadroom;0.0756;
logic_synthesis;ys_ff;8192;
logic_synthesis;synth_warnings;2;
timing;setup_viol;0;
route;ant_nets;0;
placement;port_buffers;74;
floorplanning;core-area;775000;µm²
floorplanning;die-area;783000;µm²
layout;fillers;62456;
layout;comb_area;64100;µm²
logic_synthesis;synth.cellmix.compoundShare;0.0253;
layout;largest_register_ffs;8192;
pwr;leakagePower;110;nW
logic_synthesis;simple_gate_share;0.0151;
critical_path;crit_chain;buf_16 > buf_4 > buf_4 > buf_4 > buf_4 > buf_4 > buf_4 > buf_12 > mux4_2 > mux2i_1 > o22ai_1 > nor2_1 > buf_4 > a31oi_1 > buf_4 > mux2_2 > clkdlybuf4s50_1;
pwr;power_density;40.8;nW/µm²
floorplanning;fp_util;0.402;
clock_network;postCtsResizedCells;0;
logic_synthesis;syn-instance-count;13515;
route;avgRoutedWirePerCell;39.5;µm
logic_synthesis;top_cell;edfxtp_1;
logic_synthesis;synthArstFlopShare;0;
logic_synthesis;synth-area-yosys;312000;µm²
logic_synthesis;syn_area;312000;µm²
path summary, 6_finish.rpt:
path / startpoint / endpoint / slack [ps] / cells after the start
worst max-delay path: Addr[3] / R_data[26] / 21330 / 17
worst min-delay path: W_data[8] / mem[141][8] / 8940 / 1
where the power goes:
group | total, mW | internal, mW | switching [mW]
logic | 0.833 | 0.254 | 0.579
registers | 7.79 | 7.78 | 0.00544
clock network | 5.92 | 3.23 | 2.69
layer usage:
metal  global-route usage  wire, µm
met1                0.281    266000
met2                0.385    446000
met3                0.282    229000
met4                0.133     62700
met5               0.0537      5650
through the flow:
stage	setup slack (ps)	total power, mW	utilization	hold slack [ps]	cells
6_report	21330	14.5	0.459	8940	25532
5_1_grt	21220	14.9	0.459	8930	25487
4_1_cts	21520	14.6	0.459	8880	25445
3_5_place_dp	21530	8.76	0.427	10120	23976
3_3_place_gp	21480	8.75	0.427	10120	23976
2_1_floorplan	27140	8.30	-	9840	13515
final cells by class:
type                            count  area share
Antenna cell                       87    0.000611
Clock buffer                     1017      0.0594
Clock inverter                    452      0.0106
Inverter                            4   0.0000843
Multi-Input combinational cell   4545       0.180
Sequential cell                  8192       0.691
Tap cell                        10237      0.0360
Timing Repair Buffer              998      0.0226
cell usage in the layout, fill, tap and decap left out, types with 28 or more instances in the layout:
cell type and n:
o211ai_1 32, a22oi_1 345, edfxtp_1 8192, clkinv_2 119, a22o_1 43, bufinv_16 28
clkdlybuf4s50_1 34, nor3_1 43, a31oi_1 29, nand4_1 41, and3_1 35, buf_4 912
a221oi_1 31, nand2_1 471, nor2_1 40, a21oi_1 220, clkinv_16 30, clkbuf_1 202
a32oi_1 29, o22ai_1 129, o21ai_0 31, nand3_1 60, clkbuf_16 815, clkinv_1 231
nor2_4 268, mux4_2 2018, mux2i_1 310, diode_2 87, buf_8 33
kinds of logic (layout without fill, tap and decap cells):
family,after synthesis,in the layout
simple gates,1083,1083
mux,2349,2349
compound gates,1113,1113
other cells,0,87
flops,8192,8192
buf+inv,778,2471
Power and IR drop assume default switching activity.
