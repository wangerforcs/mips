File: ./constraint.sdc
current_design Mux4

set clk_period 1.5
set clk_io_pct 0.2

create_clock -name clk0 -period $clk_period

set non_clock_inputs [all_inputs -no_clocks]
set_input_delay [expr $clk_period * $clk_io_pct] -clock clk0 $non_clock_inputs
set_output_delay [expr $clk_period * $clk_io_pct] -clock clk0 [all_outputs]
File: ./design.v
module Mux4(in0,in1,in2,in3,out,src);
input [31:0] in0, in1, in2, in3;
input [1:0] src;
output reg [31:0] out;
always @(src or in0 or in1 or in2 or in3) begin
    case(src)
    2'b00: out <= in0;
    2'b01: out <= in1;
    2'b10: out <= in2;
    2'b11: out <= in3;
    endcase
end
endmodule
File: ./config.mk
export PLATFORM = sky130hd
export DESIGN_NAME = Mux4
export DESIGN_NICKNAME = Mux4
export VERILOG_FILES = /design/flow/design.v
export SDC_FILE = /design/flow/constraint.sdc
export NUM_CORES = 4
export LEC_CHECK = 1
export CORE_AREA = 10 10 76 76
export DIE_AREA = 0 0 86 86
File: ./run.sh
#!/bin/bash
# OpenROAD 26Q1-2900-gdf79404cd8, Yosys 0.63+post, stock flow scripts
make -C /OpenROAD-flow-scripts/flow DESIGN_CONFIG=/design/flow/config.mk WORK_HOME=/design/flow/orfs finish
==> CHANGELOG.md <==
### Physical design

* Worst vdd ir at slightly below 0.1 mV
* CP startpoint kind: input pin
* Fin. max-slew vios at 0
* Post-route DRC violation count at 0
* Post-synthesis mux area share at 89.4%
* Ratio of cells with drive above 1 in the final layout at around 37%
* Tightest Pin Transition at around 0.16 ns
* Slew HR at 89.3%
* Top logic family: multiplexers
* Final core utilization at about 55%
* Ys cells at 39
* Mapped Area at between 800 and 900 um^2
* Post-Synthesis Cells at 39
* Most instantiated logic cell after routing: dlygate4sd2_1
* Design Area, Final at approximately 2300 um^2
* Post-synth top area share at roughly 83%
* Arr. time, crit path at 1.18 ns
* Largest fanout on the critical path at 7
* RSZ-0062 raised after global routing: yes
* GPL Wtd Cong at 0.932
* Min cycle time layout at roughly 1.5 ns
* Critical path buffer and inverter count at 3
* Critical path endpoint category: primary output
* Ant diodes at 0
* Clk_buf instances at 0
* Top Layout Cells: 128 x dlygate4sd2_1, 32 x mux4_2, 31 x buf_2
* Via density per instance at ~4.7
* Post-synthesis average cell area at 20.9 um^2
* Largest net degree at the start of global routing at 8
* Comb gate area at roughly 700 um^2
* Worst EP required at roughly 1.2 ns
* Tool warnings at 34
* Worst path max stage delay at 0.30 ns
* Mean routed wirelength per cell at between 20 and 25 um
* Simple Share, Synth at 0%
* CP top delay family: buffers and inverters
* Ports at around 160
* Outcome: finished, final reports clean
* Die height at around 86 um
* Row count at 23
* Starting Density at between 10% and 20%
* Post-DP Area at around 2500 um^2
* Vias at around 1200
* Die X at approximately 86 um
* Final period util at a little over nine tenths
* Fillers at 418
* Crit Path Class: in -> out
* Core Box Area at 4120 um^2
* Vias in the first global route at between 1000 and 1500
* HP Class: in -> out
* Final wirelength at approximately 6000 um
* Complex Gates by Area at 0%
* Xor+xnor area frac at 0%
* Pwr dens at roughly 240 nW/um^2
* Max Cap Viol at 0
* Leading area contributor after synthesis: mux4_2
* Top area cell types: mux4_2 83%, buf_12 7.4%, mux4_1 6.5%
* Slowest-stage cell, CP: mux4_2
* Tot GR Track Use at about 16%
* Drt pass-1 iters at 4
* Flops at 0
* CP Cell Sequence: clkdlybuf4s15_2, buf_4, mux4_2, buf_2
* Yosys warnings at 1
* Gr ovfl total at 0
* Highest Clock Rate at around 670 MHz
* FF/Latch Area at 0 um^2
* P&R area growth vs syn at 177%
* Final setup fails at 0
* First-pass GRT wire length at roughly 8900 um
* Hold Vio Cnt, Final at 0
* Pleak at about 1.1 nW
* Synthesized-area fraction occupied by adder cells at 0%
* Die footprint at ~7400 um^2
* Detail Route Antenna Nets at 0
* Number of port buffers at between 150 and 200
* Starting DRT DRC Count at 19
* Postcts setup bufs at 0
* YS chip area at 815 um^2
* Distinct lib cells used at 5
* HPWL Detailed at between 5000 and 6000 um
* Initial antenna violation count at 0
* Post-synth seq share at 0%
## report_power, final
part / internal, mW / switching, mW
registers: 0 / 0
logic: 0.405 / 0.137
clock network: 0 / 0
## cell usage after synthesis
cell	number
mux4_2	30
buf_12	3
buf_2	3
mux4_1	2
buf_6	1
## logic make-up after synthesis
group / after synthesis
multiplexers: 32
buffers and inverters: 7
## area by class of cell
cell class / instances / share of cell area [%]
Multi-Input combinational cell: 32 / 31.9
Timing Repair Buffer: 172 / 65.3
Tap cell: 50 / 2.77
## worst min-delay path: cells and delay by family
family | cells | cell delay, ns
buf+inv | 2 | 0.27
mux | 1 | 0.21
## per-stage QoR
stage	hold WS [ns]	cells	TNS (ns)	total power, mW	worst slack [ns]
after global routing	1.10	254	-0.352	0.588	-0.0282
after detailed placement	1.61	250	-18.40	0.717	-0.611
after CTS	1.09	254	0	0.554	0.000859
after floorplan	0.686	39	0	0.189	0.183
final	1.08	254	0	0.541	0.0165
after global placement	1.62	250	-18.33	0.715	-0.599
## metal layers
| metal | up-vias | track usage [%] | part of all wire (%) |
|---|---|---|---|
| met2 | 89 | 27.9 | 53 |
| met4 | 0 | 0 | 0.067 |
| met5 | - | 0 | 0 |
| li1 | 537 | - | - |
| met1 | 562 | 19.4 | 36 |
| met3 | 4 | 5.24 | 10 |
## what timing repair did
| action | in CTS | in global routing |
|---|---|---|
| endpoints found under the setup margin | 32 | 28 |
| cloned | 4 | 0 |
| hold buffers | 0 | 0 |
| resized | 245 | 0 |
## worst paths after layout
check | start | endpoint | slack [ns] | cells after the start
setup / recovery | src[1] | out[18] | 0.02 | 4
hold / removal | in2[0] | out[0] | 1.08 | 3
Power is estimated from default activity; no workload was simulated.
